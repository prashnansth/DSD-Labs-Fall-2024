### /design/flow/run.sh
#!/bin/bash
# OpenROAD 26Q1-2900-gdf79404cd8, Yosys 0.63+post, stock flow scripts
make -C /OpenROAD-flow-scripts/flow DESIGN_CONFIG=/design/flow/config.mk WORK_HOME=/design/flow/orfs finish
### /design/flow/design.v
module game(input logic clk, n, s, e, w, reset, output logic s6, win, s5, d, s4, s3, sw, s2, s1, s0, v);
	sword swo(
		.sw(sw),
		.reset(reset),
		.clk(clk),
		.v(v)
	);
	room r(
		.clk(clk), 
		.n(n),
		.s(s),
		.e(e),
		.w(w),
		.v(v),
		.reset(reset),
		.s6(s6),
		.s5(s5),
		.s4(s4),
		.s3(s3),
		.s2(s2),
		.s1(s1),
		.s0(s0),
		.win(win),
		.sw(sw),
		.d(d)
	);
endmodule
module room (input logic clk, n, s, e, w, v, reset, output logic s6, win, s5, d, s4, s3, sw, s2, s1, s0);
	parameter st0 = 7'b0000001;  
	parameter st1 = 7'b0000010;  
	parameter st2 = 7'b0000100;  
	parameter st3 = 7'b0001000;  
	parameter st4 = 7'b0010000;  
	parameter st5 = 7'b0100000;  
	parameter st6 = 7'b1000000;  
	wire [6:0] currentState;
	reg [6:0] nextState;
	d_ff d0 (
		.d(nextState[0]),
		.clk(clk),
		.q(currentState[0])
	);
	d_ff d1 (
		.d(nextState[1]),
		.clk(clk),
		.q(currentState[1])
	);
	d_ff d2 (
		.d(nextState[2]),
		.clk(clk),
		.q(currentState[2])
	);
	d_ff d3 (
		.d(nextState[3]),
		.clk(clk),
		.q(currentState[3])
	);
	d_ff d4 (
		.d(nextState[4]),
		.clk(clk),
		.q(currentState[4])
	);
	d_ff d5 (
		.d(nextState[5]),
		.clk(clk),
		.q(currentState[5])
	);
	d_ff d6 (
		.d(nextState[6]),
		.clk(clk),
		.q(currentState[6])
	);	
	always @(*) begin
		case(currentState)
			st0: begin
				if(~reset & e) begin
					nextState = st1;
				end 
				else if(reset) begin
					nextState = st0;
				end
				else begin
					nextState = st0;
				end
			end
			st1: begin
				if(~reset & w) begin
					nextState = st0;
				end 
				if(~reset & s) begin
					nextState = st2;
				end 
				else if(reset) begin
					nextState = st0;
				end
				else begin
					nextState = st0;
				end
			end
			st2: begin
				if(reset) begin
					nextState = st0;
				end
				else begin
					if(w) begin
						nextState = st3;
					end
					else if(s & e) begin
						nextState = st4;
					end
					else if(n) begin
						nextState = st5;
					end
				end
			end
			st3: begin
				if(reset) begin 
					nextState = st0; 
				end else begin
					if(e) begin
						nextState = st2;
					end else begin
						nextState = st3;
					end
				end
			end
			st4: begin
				if(reset) begin
					nextState = st0;
				end else begin
					if(v) begin
						nextState = st5;
					end else begin
						nextState = st6;
					end
				end
			end
			st5: begin
				if(reset) begin
					nextState = st0;
				end else begin
					nextState = st5;
				end
			end
			st6: begin
				if(reset) begin
					nextState = st0;
				end else begin
					nextState = st6;
				end
			end
			default: begin
				nextState = st0;
			end
		endcase
	end
	assign s0 = (currentState == st0);
	assign s1 = (currentState == st1);
	assign s2 = (currentState == st2);
	assign s3 = (currentState == st3);
	assign s4 = (currentState == st4);
	assign s5 = (currentState == st5);
	assign s6 = (currentState == st6);
	assign win = (currentState == st5);
	assign d = (currentState == st6);
	assign sw = (currentState == st3);
endmodule
module sword (input logic sw, reset, clk, output logic v);
	parameter st0 = 1'b0;
	parameter st1 = 1'b1;
	wire currentState;
	reg nextState;
	d_ff d (
		.d(nextState),
		.clk(clk),
		.q(currentState)
	);
	always @(*) begin
		case(currentState) 
			st0: begin
				if (reset) begin
					nextState = st0;
				end
				else begin
					if (sw) begin
						nextState = st1;
					end
					else begin
						nextState = st0;
					end
				end
			end
			st1: begin
				if(reset) begin
					nextState = st0;
				end
				else begin
					nextState = st1;
				end
			end
			default: begin
				nextState = st0;
			end
		endcase
	end
	assign v = (currentState == st1);
endmodule
module d_ff (input logic d, clk, output logic q);
	always @ (posedge clk) begin
		q <= d;
	end
endmodule
### /design/flow/constraint.sdc
current_design game

set clk_period 1.8
set clk_io_pct 0.2

create_clock -name clk0 -period $clk_period [get_ports {clk}]

set non_clock_inputs [all_inputs -no_clocks]
set_input_delay [expr $clk_period * $clk_io_pct] -clock clk0 $non_clock_inputs
set_output_delay [expr $clk_period * $clk_io_pct] -clock clk0 [all_outputs]
### /design/flow/config.mk
export PLATFORM = sky130hd
export DESIGN_NAME = game
export DESIGN_NICKNAME = game
export VERILOG_FILES = /design/flow/design.v
export SDC_FILE = /design/flow/constraint.sdc
export NUM_CORES = 4
export LEC_CHECK = 1
export CORE_AREA = 10 10 70 70
export DIE_AREA = 0 0 80 80
==> flow_summary.toml <==
# implementation run metrics
[outcome]
status = "finished, violations left"
violations = "setup timing"

[final_layout]
utilization_pct = 30.99
layout-drive-gt1-share_pct = 42.86
area_growth_pct = 68.19
fillers = 363
largest_reg_flops = 7

[global_routing]
overflow = 0
grt_pass1_wl_um = 2594
antenna_found_initial = 0
grt_pass1_vias = 634
grt_usage_pct = 4.754
grt_start_max_net_pins = 10

[pwr]
p_per_area_nw_per_um2 = 309.4
leakagePower_nw = 0.5148
max-vdd-ir-drop_uv = 191.7
power.total_uw = 327.5

[min_path]
min_to = "swo.d.q"
hold_start = "swo.d.q"
hp-class = "register to register"
worst_hold_path.num_cells = 2

[critical_path]
required_ns = 1.44
crit_chain = "nor4_4 > nand3_2 > inv_1 > clkdlybuf4s50_1"
worstSetupPathType = "register to output pin"
endpoint_kind = "output pin"
cp-start-kind = "register"
cp.arrival_ns = 1.59
cp_slowest_cell = "clkdlybuf4s50_1"
path_max_fanout = 4
slowest_delay_ns = 0.46
r2r_end = "swo.d.q"
r2r_cells = 6
reg2reg_from = "r.d2.q"
r2r_setup_slack_ns = 0.67

[yosys]
top_cells_by_count = "nor2_1, dfxtp_1, dlxtn_1"
top_cells_by_area = "dfxtp_1, dlxtn_1, nor2_1, nor3_1, buf_4"
top_area_cell = "dfxtp_1"
enable_flop_cells = 0
ys_warn_count = 3
synth_cell_types = 29
most_common_cell = "nor2_1"
synth_flops = 15
synth_area_per_cell_um2 = 8.505
netlist_area_um2 = 629.4
synthArstFlopShare_pct = 0
syn_inst = 74
synth_top_area_share_pct = 25.45
yosys_area_um2 = 629.4
synth-main-ff-cell = "dfxtp_1"
yosys_cells = 74

[placement]
dpl.hpwl_um = 1215
gp_congestion = 0.8517
io_buffers = 16
place_ws_ns = -0.09565

[final_timing]
rsz0062_at_grt = "true"
min_period_ns = 1.946
unclocked_pins = 7
slew_headroom_pct = 55.93
untimed_endpoints = 14
fin_skew_ns = 0.0004480
slew_viol_final = 0
fmax_mhz = 513.9
finalSetupViolations = 1
finalCritPeriodShare_pct = 108.1
setup_ws_ns = -0.1458
tightest_slew_ns = 0.6560
hold_viol_final = 0
fin_hold_ws_ns = 0.5367

[job]
warnings = 27
drv_cap = 0

[floorplan]
core_area_um2 = 3416
rows = 21
chipArea_um2 = 6400
die_y_um = 80
die_x_um = 80
initial_core_util_pct = 18.42
io_pins = 17

[clocking]
clock-root-buffer = "clkbuf_4"
clk_pin_slew_ns = 0.05
cts_buffers = 3
htreeDepth = 1
cts_tree = "done"
clockBufferDepth = 2
clk_latency_ns = 0.25

[drt]
vias = 613
diodes = 0
vias_per_cell = 4.060
drt_iter0_drc = 14
finalWirelength_um = 1576
route.detailed.wl_per_inst_um = 10.44
firstDrtPassIters = 4
drc = 0
ant_nets = 0
-- through the flow --
stage                     cells  cell area (µm²)  TNS [ns]
after floorplan              74            629.4         0
after global placement      142            904.6   -0.1607
after detailed placement    142            904.6   -0.2668
after CTS                   150             1002   -0.6631
after global routing        151             1059   -0.2914
final                       151             1059   -0.1458
-- worst max path at each step --
stage         startpoint  endpoint  slack (ns)  cells after the start
global route      r.d4.q        s2       -0.21                      4
finish            r.d4.q        s2       -0.15                      4
CTS               r.d4.q        s2       -0.20                      4
-- cells by family (layout without fill, tap and decap cells) --
logic type / count (synthesis) / in the layout / synth area share [%]
AOI/OAI and AO/OA: 12 / 12 / 13.32
xor gates and xnor gates: 2 / 2 / 2.784
buffers and inverters: 11 / 42 / 8.747
DFF: 8 / 8 / 25.45
and+or+nand+nor: 32 / 32 / 29.82
latches: 7 / 7 / 16.70
muxes: 2 / 2 / 3.181
-- worst max-delay path: cells and delay by family, from the launching register on --
family	cells	cell delay [ns]
buffers and inverters	2	0.54
DFF	1	0.35
and+or+nand+nor	2	0.44
-- area by class of cell --
class / count / area, µm² / share of cell area, %
Clock buffer: 3 / 22.52 / 2.128
Sequential cell: 15 / 276.5 / 26.12
Tap cell: 46 / 57.56 / 5.437
Multi-Input combinational cell: 48 / 379.1 / 35.82
Timing Repair Buffer: 35 / 307.8 / 29.08
Inverter: 4 / 15.01 / 1.418
-- metal layers --
metal	global-route usage, %	part of all wire (%)
met1	6.500	50
met2	7.223	42
met3	1.023	5.4
met4	1.585	2.5
met5	0	0
-- timing repair --
item,4_1_cts,5_1_grt
gates resized,24,13
hold buffers,0,0
setup endpoints to repair,10,6
pin swaps,11,5
setup buffers,5,1
-- cells in the final DEF, fill, tap and decap left out, drive strengths merged, types with 2 or more instances in the layout --
cell type       n
buf            20
nor2            9
dfxtp           8
clkdlybuf4s50   7
dlxtn           7
nor3            6
nand2           5
inv             4
dlygate4sd2     4
a21oi           3
clkbuf          3
dlymetal6s2s    3
nor3b           2
a21o            2
a211o           2
mux2i           2
xor2            2
o21ai           2
nor4b           2
nor4            2
nand3           2
-- power by group --
part           internal, mW  leakage (nW)        switching [mW]  total, mW
logic                0.0116         0.379               0.00860     0.0202
clock network        0.0759        0.0138                0.0554      0.131
registers             0.176         0.122  0.000000000000000128      0.176
total                 0.264         0.515                0.0640      0.328
Power is estimated from default activity; no workload was simulated.
