==> flow/design.v <==
module ALU(
    input logic[31:0] SrcA,
    input logic[31:0] SrcB,
    input logic[2:0] ALUControl,
    output logic[31:0] ALUResult
  );
  always@(*)
  begin
    case(ALUControl)
      3'b010:
      begin
        ALUResult = SrcA + SrcB;
      end
      3'b110:
      begin
        ALUResult = SrcA - SrcB;
      end
		default: begin
			for(int i = 0; i < 32; i = i + 1) begin
				ALUResult[i] = 1;  
			end
		end
    endcase
  end
endmodule
module MUX_ALUSrc(
    input logic ALUSrc,
    input logic[31:0] SignImm,
    input logic[31:0] RD2,  
    output logic[31:0] ALUSrc_out
);
always @(*) begin
    if(!ALUSrc) begin
        ALUSrc_out = RD2;
    end
    else begin
        ALUSrc_out = SignImm;
    end
end
endmodule
module MUX_MemtoReg(
    input logic MemtoReg,
    input logic[31:0] ALUResult,
    input logic[31:0] RD,  
    output logic[31:0] MemtoReg_out
);
always @(*) begin
    if(MemtoReg) begin
        MemtoReg_out = RD;
    end
    else begin
        MemtoReg_out = ALUResult;
    end
end
endmodule
module MUX_RegDst(
    input logic RegDst,
    input logic[4:0] rt,  
    input logic[4:0] rd,  
    output logic[4:0] RegDst_out
);
always @(*) begin
    if(RegDst) begin
        RegDst_out = rd;
    end
    else begin
        RegDst_out = rt;
    end
end
endmodule
module data_memory(
input logic clk, rst,
input logic[31:0] A,  
input logic[31:0] WD,  
input logic WE,  
output logic[31:0] RD,
output logic[31:0] prode 
);
	reg [31:0] mem [0:255];  
	always @(*) begin
		prode = mem[A];
		if(!WE) begin 
			 RD = mem[A];
		end 
	end 
	always @(posedge clk) begin
		if(!rst) begin
			for(int i = 0; i < 256; i++) begin
				 mem[i] <= i;
			end        
		end
		 if(WE) begin
			  mem[A] <= WD;
		 end
	end
endmodule
module register_file(input logic clk, rst,
                       input logic[4:0] A1, A2, A3,  
                       input logic[31:0] WD3,  
                       input logic WE3,  
                       output logic[31:0] RD1,  
                       output logic[31:0] RD2,  
                       output logic[31:0] prode  
                      );
  reg [31:0] registers [0:31];
  always @(*) begin
    prode = registers[A3];
    RD1 = registers[A1];
    RD2 = registers[A2];
  end
  always @(posedge clk) begin
    if(!rst) begin
      for(int i = 0; i < 32; i=i+1) begin
        registers[i] <= i;
      end
    end
		if(WE3) begin
			registers[A3] <= WD3;
		end
  end
endmodule
module sign_extend(
input logic[15:0] Imm,
output logic[31:0] SignImm
);
always @(*) begin
    SignImm[31:0] = { {16{Imm[15]}}, Imm[15:0] };
end 
endmodule
module top_i_type(
input logic clk, rst,
input logic[1:0] sw,  
output logic[31:0] probe_register_file,  
output logic[31:0] probe_data_memory,  
output logic[4:0] WriteReg,
output logic[31:0] result,
output logic[31:0] ALUResult,
output logic[31:0] SignImm,
output logic[31:0] SrcA,
output logic[31:0] SrcB,
output logic[31:0] WriteData,
output logic[31:0] ReadData
);
logic[31:0] inst_0 = 32'b0; 
logic[31:0] inst_1 = 32'b010101_00000_00001_0000_0000_0000_0101; 
logic[31:0] inst_2 = 32'b010100_00000_00110_0000_0000_0000_0010;
logic[31:0] inst_ex;  
assign inst_ex = (sw==1)? inst_1:(sw==2)? inst_2: inst_0;
MUX_RegDst mux1(
    .RegDst(inst_ex[31]),
    .rt(inst_ex[20:16]),
    .rd(inst_ex[15:11]),
    .RegDst_out(WriteReg)
);
MUX_MemtoReg mux2(
    .MemtoReg(inst_ex[26]),
    .ALUResult(ALUResult),
    .RD(ReadData),
    .MemtoReg_out(result)
);
MUX_ALUSrc mux3(
    .ALUSrc(inst_ex[30]),
    .SignImm(SignImm),
    .RD2(WriteData),
    .ALUSrc_out(SrcB)
);
register_file rf(
    .clk(clk),
    .rst(rst),
    .A1(inst_ex[25:21]), 
    .A2(inst_ex[20:16]),
    .A3(WriteReg),
    .WD3(result),
    .WE3(inst_ex[26]),     
    .RD1(SrcA),
    .RD2(WriteData),
    .prode(probe_register_file) 
);
data_memory mem(
    .clk(clk),.rst(rst),
    .A(ALUResult),
    .WD(WriteData),
    .WE(!inst_ex[26]),
    .RD(ReadData),
    .prode(probe_data_memory)
);
sign_extend se(
    .Imm(inst_ex[15:0]),
    .SignImm(SignImm)
);
ALU alu(
    .SrcA(SrcA),
    .SrcB(SrcB),
    .ALUControl(inst_ex[29:27]),
    .ALUResult(ALUResult)
);
endmodule
==> flow/run.sh <==
#!/bin/bash
# OpenROAD 26Q1-2900-gdf79404cd8, Yosys 0.63+post, stock flow scripts
make -C /OpenROAD-flow-scripts/flow DESIGN_CONFIG=/design/flow/config.mk WORK_HOME=/design/flow/orfs finish
==> flow/config.mk <==
export PLATFORM = sky130hd
export DESIGN_NAME = top_i_type
export DESIGN_NICKNAME = top_i_type
export VERILOG_FILES = /design/flow/design.v
export SDC_FILE = /design/flow/constraint.sdc
export NUM_CORES = 4
export LEC_CHECK = 1
export CORE_UTILIZATION = 30
export SYNTH_MEMORY_MAX_BITS = 65536
==> flow/constraint.sdc <==
current_design top_i_type

set clk_period 413.5
set clk_io_pct 0.2

create_clock -name clk0 -period $clk_period [get_ports {clk}]

set non_clock_inputs [all_inputs -no_clocks]
set_input_delay [expr $clk_period * $clk_io_pct] -clock clk0 $non_clock_inputs
set_output_delay [expr $clk_period * $clk_io_pct] -clock clk0 [all_outputs]
==> impl_metrics.yaml <==
# flow metrics
die:
  ios: 297
  core-area_um2: 1192000
  dieHeight_um: 1095
  chip_area_um2: 1200000
  row_count: 401
  die.size.x_um: 1095
  fp_util: 0.3009
yosys:
  synth_cell_types: 85
  top_area_cell: "edfxtp_1"
  ys_seq_elements: 8321
  ys_sh_xor: 0.0005547
  synthMuxAreaShare: 0.03440
  ys_cells: 28811
  netlist_area_um2: 358700
  synthArstFlopShare: 0
  ys_top_cells_by_area: "edfxtp_1 (69%), nor2_1 (7.9%), o22ai_1 (3.1%)"
  edf_count: 8289
  ys_sh_aoi: 0.1272
  top_area_frac: 0.6940
  ys_top_logic_family: "AND-OR/OR-AND gates"
  ys_sh_simple: 0.1038
  ys_warn_count: 8
  adder_share: 0.001207
  yosysChipArea_um2: 358700
  ff_type: "edfxtp_1"
  synth.avg_cell_area_um2: 12.45
  syn_inst: 28811
cts:
  cts_tree: "yes"
  cts_max_level: 6
  root_buffer: "clkbuf_16"
  clock_latency_ps: 1160
  cts-resized-gates: 0
  postCtsHoldBufs: 0
  cts_setup_buffers: 0
  path_clk_slew_ps: 60
  cts_buffer_depth: 5
  cts-buffers-inserted: 864
routing:
  ant_nets: 0
  drt-pass1-iter-count: 9
  dr_total_vias: 258227
  vias_per_cell: 5.693
  drc: 0
  first_iter_violations: 22849
  wirelength_um: 1467000
  wire_per_inst_um: 32.34
hold_path:
  hold_class: "register to register"
  hp-start: "rf.registers[6][29]"
  holdPathStages: 2
  hold_end: "mem.mem[245][29]"
critical_path:
  cpPeakStageDelay_ps: 1080
  crit_arrival_ps: 95570
  cpMaxStageDelayCell: "fa_4"
  critical_path_class: "primary input to primary output"
  endpoint_kind: "primary output"
  r2r-end: "mem.mem[140][20]"
  rrSetupSlack_ps: 404040
  rr_startpoint: "rf.registers[0][0]"
  crit_required_ps: 330800
  cp-start-kind: "primary input"
  r2r_cells: 23
  cp_max_fo: 59
  path_common_cell: "buf_4"
grt:
  grt_pass1_vias: 260141
  grt_max_degree: 96
  grt_use_total: 0.2537
  overflow: 0
  grt_first_pass_wirelength_um: 2025000
  antenna_found_initial: 154
timing:
  fmax_mhz: 5.610
  drv_slew: 26
  tns_ps: 0
  fin_crit_sh: 0.4311
  relSlewSlack: -0.1275
  unclocked_pins: 32
  hold_viol: 0
  untimed_endpoints: 64
  period_needed_ps: 178270
  setup_viol: 0
  clock-skew-final_ps: 110.0
  worst_pin_slew_ps: 1691
  rsz0062_at_grt: "no"
  finalWorstSetupSlack_ps: 235230
power_and_ir_drop:
  worst_ir_drop_vdd_mv: 0.003930
  p_total_mw: 2.133
  total_leakage_power_nw: 134.9
  powerDensity_nw_per_um2: 5.210
finish:
  final_core_util: 0.3433
  fillers: 112731
  layout_top_cells: "edfxtp_1 (8,289), nor2_1 (7,553), o22ai_1 (1,796), nand2_1 (1,738), buf_4 (1,656)"
  final_layout_size_suffix_gt1_frac: 0.1349
  stdcell_area_um2: 409300
  lay_top_count: "edfxtp_1"
  area_growth_pct: 14.12
run_status:
  status: "complete, but fails checks"
  violations: "max-capacitance violations, max-slew violations"
place:
  dp_slack_ps: 235810
  place.gp.congestion: 0.9907
  io_buffers: 265
  place_area_um2: 382700
  dp_hpwl_um: 895700
job:
  warnings: 28
  maxCapViolCount: 8
-- metal layers --
metal  track usage  part of all wire  vias to the layer above  wire (um)
met5       0.09075            0.0084                        -      12330
met4        0.1481             0.072                      278     105500
met3        0.2304              0.21                     4250     305900
met2        0.3427              0.42                    21159     611400
met1        0.2472              0.29                   125347     431600
li1              -                 -                   107193          -
-- worst max-delay path, delay by kind of cell --
kind                       cells  cell delay, ps
adders and majority gates      3            1730
AOI/OAI and AO/OA              7            1880
and+or+nand+nor                5            1360
muxes                          2             500
buffers and inverters         17            7100
-- per-stage QoR --
stage / hold slack (ps) / cells
after global placement: 801.0 / 43532
after CTS: 814.6 / 45056
after global routing: 830.0 / 45260
after detailed placement: 815.3 / 43536
final: 826.5 / 45359
after floorplan: 798.8 / 28841
-- synth_stat cells, types with 38 or more instances --
cell and instances:
mux2_2 892, edfxtp_1 8289, o31ai_1 116, buf_4 75
o21ai_0 109, a211o_1 53, a22oi_1 998, buf_1 352
o22a_1 191, nor2_1 7574, o22ai_1 1797, a21oi_1 907
buf_2 816, a221oi_1 524, nand2_1 1758, nor4_1 38
a222oi_1 153, nand3_1 80, and3_1 64, clkbuf_1 1941
a211oi_1 504, o221ai_1 256, a22o_1 511, mux2i_1 229
nor3_1 56, inv_1 52, o41ai_1 84
-- worst max path at each step --
stage | startpoint | to | slack [ps]
after global routing | sw[0] | probe_data_memory[27] | 235200
final | sw[0] | probe_data_memory[27] | 235230
after CTS | sw[0] | probe_data_memory[27] | 235760
-- flip-flops by register name, summed over array words and instances (netlist names) --
register,count
rf.registers,97
mem.mem,8192
mem.RD,32
-- layout make-up --
cell class,instances,area (um2),area share
diodes,303,758.2,0.001852
clock buffers,1055,22530,0.05504
inverters,59,252.7,0.0006175
multi-input cells,17277,97310,0.2378
clock inverters,465,3291,0.008040
well taps,15918,19920,0.04866
repair buffers,1961,15860,0.03874
flip-flops and latches,8321,249400,0.6093
-- cell families (layout without fill, tap and decap cells) --
group / after synthesis / after routing
flops: 8289 / 8289
other cells: 1 / 334
mux: 1121 / 1121
simple gates: 9698 / 9698
latches: 32 / 32
fa+ha+maj: 34 / 34
buf+inv: 3243 / 3540
compound gates: 6372 / 6372
xor+xnor: 21 / 21
-- report_power, final --
part           switching (mW)  internal (mW)
Sequential            0.00945          0.952
Combinational           0.329          0.105
Clock                   0.328          0.409
