==> ./design.v <==
module ALU(
    input logic[31:0] SrcA,
    input logic[31:0] SrcB,
    input logic[2:0] ALUControl,
    output logic[31:0] ALUResult
  );
  always@(*)
  begin
    case(ALUControl)
      3'b010:
      begin
        ALUResult = SrcA + SrcB;
      end
      3'b110:
      begin
        ALUResult = SrcA - SrcB;
      end
		default: begin
			for(int i = 0; i < 32; i = i + 1) begin
				ALUResult[i] = 1;  
			end
		end
    endcase
  end
endmodule
module register_file(input logic clk, rst,
                       input logic[4:0] A1, A2, A3,  
                       input logic[31:0] WD3,  
                       input logic WE3,  
                       output logic[31:0] RD1,  
                       output logic[31:0] RD2,  
                       output logic[31:0] prode  
                      );
  reg [31:0] registers [0:31];
  always @(*) begin
    prode = registers[A3];
    RD1 = registers[A1];
    RD2 = registers[A2];
  end
  always @(posedge clk) begin
    if(!rst) begin
      for(int i = 0; i < 32; i=i+1) begin
        registers[i] <= i;
      end
    end
		if(WE3) begin
			registers[A3] <= WD3;
		end
  end
endmodule
module top(
input logic clk, rst,
input logic[1:0] sw,  
output logic[31:0] ALUResult,  
output logic[31:0] RD1, RD2,  
output logic[31:0] prode_register_file,  
output logic[6:0] display_led  
);
logic[31:0] inst_0 = 32'b0;
logic[31:0] inst_1 = 32'b100100_00101_00100_00001_0000_0000_000; 
logic[31:0] inst_2 = 32'b101100_01010_01000_00001_0000_0000_000; 
logic[31:0] inst_ex;
assign inst_ex = (sw==1)? inst_1:(sw==2)? inst_2: inst_0;
register_file r_f(.clk(clk),.rst(rst),
.A1(inst_ex[25:21]),.A2(inst_ex[20:16]),.A3(inst_ex[15:11]),
.WD3(ALUResult),
.WE3(1),
.RD1(RD1),
.RD2(RD2),
.prode(prode_register_file)
);
ALU t1(
.SrcA(RD1),
.SrcB(RD2),
.ALUControl(inst_ex[29:27]),
.ALUResult(ALUResult)
);
endmodule
==> ./run.sh <==
#!/bin/bash
# OpenROAD 26Q1-2900-gdf79404cd8, Yosys 0.63+post, stock flow scripts
make -C /OpenROAD-flow-scripts/flow DESIGN_CONFIG=/design/flow/config.mk WORK_HOME=/design/flow/orfs finish
==> ./config.mk <==
export PLATFORM = sky130hd
export DESIGN_NAME = top
export DESIGN_NICKNAME = top
export VERILOG_FILES = /design/flow/design.v
export SDC_FILE = /design/flow/constraint.sdc
export NUM_CORES = 4
export LEC_CHECK = 1
export CORE_UTILIZATION = 50
==> ./constraint.sdc <==
current_design top

set clk_period 11.7
set clk_io_pct 0.2

create_clock -name clk0 -period $clk_period [get_ports {clk}]

set non_clock_inputs [all_inputs -no_clocks]
set_input_delay [expr $clk_period * $clk_io_pct] -clock clk0 $non_clock_inputs
set_output_delay [expr $clk_period * $clk_io_pct] -clock clk0 [all_outputs]
==> impl_metrics.yaml <==
# implementation run metrics
run_status:
  status: "completed"
route:
  drt-wirelength-per-cell_microns: 13.8
  met3_length_microns: 611
  top_layer_used: "met4"
  drtIter0Drc: 90
  dr_wl_met2_mm: 2.84
  drcViolationCount: 0
  ant_nets: 0
  diodes: 0
  avgViaCountPerCell: 4.64
  via_count: 2082
  wl_met1_mm: 2.65
  firstDrtPassIters: 4
  wl_mm: 6.18
die:
  fp-utilization_pct: 51.6
  boundaryPins: 139
  core_area_sq_um: 6760
  fp.dieW_microns: 85.5
  chip_area_sq_um: 7310
  num_rows: 30
  die_h_microns: 85.5
sta:
  slew_violations: 0
  timing.hold.ws_ns: 0.866
  fin_setup_tns_ns: 0
  layout_min_cycle_time_ns: 7.36
  fmax_ghz: 0.136
  max_slew_margin_pct: 48.7
  clock_skew_ns: 0.00618
  worst_pin_slew_ns: 0.768
  finalClockPeriodUsage_pct: 62.9
  rsz0062_at_grt: "no"
  hold_viol: 0
  finalSetupViolCount: 0
final_layout:
  largest_reg_flops: 64
  seq_area_sq_um: 1920
  combGateArea_sq_um: 1070
  finalInstanceArea_sq_um: 4670
  regMostFlops: "r_f.registers"
  area_growth_pct: 33.8
  fillers: 479
  stdcell_count: 449
  drive_gt1_share_pct: 14.6
  reg.largest.list: "r_f.registers: 64 flops"
global_route:
  overflow: 0
  grt_usage_pct: 18.4
  grt_pass1_vias: 1945
  grt_start_max_net_pins: 48
  grt_pass1_wl_mm: 9.69
  antenna_found_initial: 0
power:
  ir_worst_vdd_mv: 0.0704
  powerDensity_nw_per_um2: 146
  leakage_nw: 1.84
worst_setup_path:
  start_kind: "input pin"
  path_depth: 7
  path_class: "input pin to primary output"
  max_stage_delay_ns: 0.61
  path_cells: "clkdlybuf4s50_1 > inv_1 > ha_4 > buf_4 > inv_2 > nand3_1 > clkdlybuf4s50_1"
  worst-r2r-setup-slack_ns: 10.54
  crit_top_cell: "clkdlybuf4s50_1"
  cp_slowest_cell: "buf_4"
  cp_top_family: "buffers and inverters"
  worstSetupEndpointType: "primary output"
  r2r-end: "r_f.registers[1][1]"
  r2r_cells: 3
  r2r_start: "r_f.registers[0][0]"
  crit_fanout: 47
  critical_path_required_ns: 9.36
  crit_buf_inv: 5
  cp.arrival_ns: 5.02
worst_hold_path:
  holdCritStartpoint: "r_f.registers[0][2]"
  hold_depth: 3
  hold_path_class: "flop to flop"
  min_to: "r_f.registers[0][3]"
logic_synthesis:
  synth.avg_cell_area_sq_um: 12.2
  top_area_cell: "edfxtp_1"
  syn-instance-count: 287
  ys.warnings.count: 11
  yosys_area_sq_um: 3490
  top_cells_by_area: "edfxtp_1 (55%), mux2_4 (10%), buf_4 (8.0%), and2_1 (5.7%), clkbuf_1 (4.4%)"
  ys_ff: 64
  postSynthSeqShare_pct: 55.1
  netlist.area_leader.share_pct: 55.1
  yosys_cells: 287
  netlist_area_sq_um: 3490
  ys_types: 26
run:
  warnings: 29
  drv_cap: 0
clock_tree:
  cts.repair.resized: 0
  clkTransAtPathRegs_ns: 0.06
  ctsHoldBuffers: 0
  cts_buffers: 9
  cts_tree: "yes"
  clock_path_buffers: 2
  clock_latency_ns: 0.32
  clkSinkCount: 64
  root_buffer: "clkbuf_8"
  post_cts_buffers: 0
  htree_levels: 3
placed_design:
  gp_congestion: 0.846
  dpl.cell_count: 433
  placed_cell_area_sq_um: 4460
  port_buffers: 131
  place_hpwl_mm: 4.00
## synth_stat cells, drive strengths merged
master  number
edfxtp      64
buf         51
clkbuf      41
and2        32
mux2        32
nor3        20
nor2        15
inv          7
ha           4
nand2        4
nor2b        4
a21oi        3
o21ai        3
nand3        2
or2          2
a21o         1
a31oi        1
conb         1
## through the flow
stage	util, %	power (mW)	worst slack (ns)
after floorplan	-	0.397	5.97
after global placement	66.1	0.492	4.36
after detailed placement	66.1	0.494	4.31
after CTS	69.1	0.690	4.30
after global routing	69.1	0.718	4.15
final	69.1	0.681	4.34
## routing by layer
layer  vias up  GRT usage, %
met3         5          6.45
met4         0          2.73
met5         -             0
met1       944          29.8
met2        96          27.3
li1       1037             -
## how the worst max path moves through the flow
| stage | from | to | slack (ns) |
|---|---|---|---|
| after global routing | sw[0] | ALUResult[1] | 4.15 |
| final | sw[0] | ALUResult[1] | 4.34 |
| after CTS | sw[0] | ALUResult[1] | 4.30 |
## cell type report
class | count | area share [%]
clock buffer | 12 | 2.90
clock inverter | 4 | 1.47
inverter | 7 | 0.563
multi-input combinational | 147 | 23.0
sequential | 64 | 41.2
tap | 80 | 2.14
timing repair buffer | 135 | 28.7
## tightest hold or removal path, stage by stage (launching register included)
cell and delay (ns):
edfxtp_1 0.34, inv_1 0.06, a31oi_1 0.22, and2_1 0.14
## cell usage in the layout, fill, tap and decap left out, drive strengths merged
cell	Yosys	routed
and2	32	32
edfxtp	64	64
bufinv	0	2
conb	1	24
ha	4	4
clkdlybuf4s50	0	131
nor2	15	15
a21oi	3	3
clkinv	0	2
nor2b	4	4
inv	7	7
buf	51	4
nand2	4	4
or2	2	2
o21ai	3	3
nand3	2	2
a31oi	1	1
clkbuf	41	12
mux2	32	32
a21o	1	1
nor3	20	20
## logic make-up (layout without fill, tap and decap cells)
| kind of cell | after synthesis | after routing | synth area share, % |
|---|---|---|---|
| fa+ha+maj | 4 | 4 | 1.44 |
| mux | 32 | 32 | 12.9 |
| compound gates | 8 | 8 | 1.26 |
| simple gates | 79 | 79 | 12.2 |
| flops | 64 | 64 | 55.1 |
| other cells | 1 | 24 | 0.108 |
| buf+inv | 99 | 158 | 16.9 |
## power by group
group / total, mW / switching [mW] / internal, mW
clock network: 0.195 / 0.0754 / 0.119
registers: 0.302 / 0.0111 / 0.291
logic: 0.184 / 0.0493 / 0.134
Power and IR drop assume default switching activity.
